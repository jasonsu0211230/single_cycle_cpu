## design.v

```verilog
module Adder(
    src1_i,
	src2_i,
	sum_o
	);
input  signed [32-1:0]  src1_i;
input  signed [32-1:0]	 src2_i;
output signed [32-1:0]	 sum_o;
wire    [32-1:0]	 sum_o;
assign sum_o=src1_i+src2_i;
endmodule
```

## run.sh

```bash
#!/bin/bash
# OpenROAD 26Q1-2900-gdf79404cd8, Yosys 0.63+post, stock flow scripts
make -C /OpenROAD-flow-scripts/flow DESIGN_CONFIG=/design/flow/config.mk WORK_HOME=/design/flow/orfs finish
```

## config.mk

```make
export PLATFORM = sky130hd
export DESIGN_NAME = Adder
export DESIGN_NICKNAME = Adder
export VERILOG_FILES = /design/flow/design.v
export SDC_FILE = /design/flow/constraint.sdc
export NUM_CORES = 4
export LEC_CHECK = 1
export CORE_AREA = 10 10 85 85
export DIE_AREA = 0 0 95 95
```

## constraint.sdc

```tcl
current_design Adder

set clk_period 14.5
set clk_io_pct 0.2

create_clock -name clk0 -period $clk_period

set non_clock_inputs [all_inputs -no_clocks]
set_input_delay [expr $clk_period * $clk_io_pct] -clock clk0 $non_clock_inputs
set_output_delay [expr $clk_period * $clk_io_pct] -clock clk0 [all_outputs]
```

==> impl_metrics.env <==
# source this file to load flow results
export IMPL_fp_dieH_um=95
export IMPL_syn_to_final_growth_pct=57.7
export IMPL_cp_end_kind="output pin"
export IMPL_crit_top_cell="clkdlybuf4s50_1"
export IMPL_ir_drop_mv=0.0192
export IMPL_portBuffers=96
export IMPL_chipArea_mm2=0.00903
export IMPL_top_cell_area_share=0.222
export IMPL_place_area_mm2=0.00275
export IMPL_finalCriticalPeriod_ns=8.72
export IMPL_lay_top_cells="clkdlybuf4s50_1, ha_1, a21oi_1, a21o_1, nand2_1"
export IMPL_fin_setup_tns_ns=0
export IMPL_num_vias=2051
export IMPL_antenna_found_initial=0
export IMPL_grt_use_met3=0.0264
export IMPL_wire_per_inst_um=14.5
export IMPL_slew_headroom=0.631
export IMPL_syn_area_mm2=0.00174
export IMPL_crit_arrival_ns=5.82
export IMPL_ant_nets=0
export IMPL_worstPathCellList="clkdlybuf4s50_1, ha_1, fa_1, a21o_1, a31o_2, nand3_1, o221ai_1, a311oi_1, o21bai_1, xor2_1, clkdlybuf4s50_1"
export IMPL_max_stage_delay_ns=0.50
export IMPL_maxSlewViolCount=0
export IMPL_setup_viol=0
export IMPL_critPathKind="in2out"
export IMPL_io_pins=96
export IMPL_post_cts_resized=0
export IMPL_avgSynthCellArea_um2=7.24
export IMPL_fmax_mhz=115
export IMPL_tightest_slew_ns=0.540
export IMPL_totalWireLength_mm=5.77
export IMPL_hp_start="src2_i[0]"
export IMPL_die_w_um=95
export IMPL_post_cts_buffers=0
export IMPL_grt_max_degree=11
export IMPL_grt_overflow_total=0
export IMPL_clock_buffers=0
export IMPL_critical_path_startpoint_type="input pin"
export IMPL_final_period_utilization=0.602
export IMPL_grt_pass1_wl_mm=9.47
export IMPL_ys_cells=241
export IMPL_num_antenna_cells=0
export IMPL_path_buffers=2
export IMPL_outcome="completed"
export IMPL_gp_congestion=0.925
export IMPL_yosys_stat_seqShare=0
export IMPL_ys_area_mm2=0.00174
export IMPL_floorplan_core_util=0.319
export IMPL_drv_cap=0
export IMPL_min_delay_path_depth=3
export IMPL_rsz0062_at_grt="false"
export IMPL_yosysWarnings=0
export IMPL_syn_inst=241
export IMPL_seq_cells=0
export IMPL_whs_ns=6.83
export IMPL_leakagePower_nw=1.18
export IMPL_fin_area_mm2=0.00275
export IMPL_synthDistinctLibCells=50
export IMPL_crit_family="AND-OR/OR-AND gates"
export IMPL_vias_per_cell=5.15
export IMPL_use_met2=0.210
export IMPL_crit_required_ns=11.60
export IMPL_holdBufCountCts=0
export IMPL_power_density_mw_per_mm2=48.2
export IMPL_whs_endpoint="sum_o[0]"
export IMPL_drive_above_1_share=0.0307
export IMPL_post_dp_hpwl_mm=5.11
export IMPL_fp_row_count=27
export IMPL_core_mm2=0.00547
export IMPL_first_pass_iters=4
export IMPL_grt_pass1_vias=2030
export IMPL_cp_slowest_cell="clkdlybuf4s50_1"
export IMPL_lay_top_count="clkdlybuf4s50_1"
export IMPL_drc=0
export IMPL_grt_busiest_layer="met2"
export IMPL_hold_path_class="in2out"
export IMPL_drtIter0Drc=35
export IMPL_openroad_warnings=32
export IMPL_ff_latch_area_um2=0
export IMPL_hold_violations=0
export IMPL_use_met1=0.166
export IMPL_topCellsByArea="ha_1, a21oi_1, a21o_1, xor2_1, xnor2_1"
export IMPL_track_usage=0.123
export IMPL_power_mw=0.133
export IMPL_yosys_area_top_type="ha_1"
export IMPL_path_max_fanout=4
-- synthesized netlist by cell type, types with 2 or more instances --
| cell | number |
|---|---|
| a211oi_1 | 3 |
| a21o_1 | 19 |
| xnor2_1 | 13 |
| o21a_1 | 2 |
| ha_1 | 31 |
| nand2b_1 | 2 |
| o221ai_1 | 2 |
| nand3_1 | 10 |
| a31oi_1 | 3 |
| nor2_1 | 12 |
| a21oi_1 | 29 |
| o21bai_1 | 4 |
| nand4_1 | 8 |
| nand2_1 | 18 |
| or2_2 | 3 |
| xor2_1 | 15 |
| a311oi_1 | 2 |
| nor3_1 | 4 |
| o211ai_1 | 3 |
| buf_2 | 2 |
| clkbuf_1 | 8 |
| o21ai_0 | 13 |
| o311ai_1 | 2 |
| mux2i_1 | 2 |
| inv_1 | 6 |
-- cells by family (layout without fill, tap and decap cells) --
kind of cell               after synthesis  count (layout)  share of synthesized area
xor gates and xnor gates                28              28                      0.141
and+or+nand+nor                         65              65                      0.183
adders and majority gates               32              32                      0.234
AOI/OAI and AO/OA                       97              97                      0.393
buffers and inverters                   17             102                     0.0380
muxes                                    2               2                     0.0115
-- through the flow --
step / worst slack, ns / instances / util
global route: 5.53 / 398 / 0.503
CTS: 5.76 / 398 / 0.503
detailed placement: 5.77 / 398 / 0.503
floorplan: 6.87 / 241 / -
global placement: 5.79 / 398 / 0.503
finish: 5.78 / 398 / 0.503
-- worst max path at each step --
stage / slack [ns] / start / cells after the start / endpoint
6_report: 5.78 / src1_i[0] / 11 / sum_o[26]
4_1_cts: 5.76 / src1_i[0] / 11 / sum_o[26]
5_1_grt: 5.53 / src2_i[0] / 11 / sum_o[18]
-- layer usage --
metal | share of wire | wire length [um] | vias up
met5 | 0 | 0 | -
met3 | 0.078 | 452 | 0
met4 | 0 | 0 | 0
met2 | 0.45 | 2570 | 53
met1 | 0.48 | 2750 | 900
li1 | - | - | 1098
-- cell type report --
cell class / count / area, um^2
multi-input combinational: 224 / 1680
tap: 72 / 90.1
fill: 565 / 2720
inverter: 6 / 22.5
timing repair buffer: 96 / 961
-- report_power, final --
part | switching [mW] | total [mW] | internal (mW)
Sequential | 0 | 0 | 0
Combinational | 0.0524 | 0.133 | 0.0802
Clock | 0 | 0 | 0
