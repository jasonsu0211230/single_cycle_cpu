**design/flow/config.mk**
```make
export PLATFORM = sky130hd
export DESIGN_NAME = ALU
export DESIGN_NICKNAME = ALU
export VERILOG_FILES = /design/flow/design.v
export SDC_FILE = /design/flow/constraint.sdc
export NUM_CORES = 4
export LEC_CHECK = 1
export CORE_UTILIZATION = 50
```
**design/flow/constraint.sdc**
```tcl
current_design ALU

set clk_period 18.3
set clk_io_pct 0.2

create_clock -name clk0 -period $clk_period

set non_clock_inputs [all_inputs -no_clocks]
set_input_delay [expr $clk_period * $clk_io_pct] -clock clk0 $non_clock_inputs
set_output_delay [expr $clk_period * $clk_io_pct] -clock clk0 [all_outputs]
```
**design/flow/design.v**
```verilog
module ALU(
    src1_i,
	src2_i,
	ctrl_i,
	result_o,
	zero_o
	);
input signed [32-1:0]  src1_i;
input signed [32-1:0]	 src2_i;
input  [4-1:0]   ctrl_i;
output signed [32-1:0]	 result_o;
output           zero_o;
reg    [32-1:0]  result_o;
wire             zero_o;
assign zero_o=(result_o==0);
always@(ctrl_i,src1_i,src2_i)begin
	case(ctrl_i)
		0:result_o<=src1_i & src2_i;
		1:result_o<=src1_i | src2_i;
		2:result_o<=src1_i + src2_i;
		3:result_o<=src1_i * src2_i;
		6:result_o<=src1_i - src2_i;
		7:result_o<=src1_i < src2_i ? 1:0;
		12:result_o<= ~(src1_i | src2_i);
		default:result_o<=0;
	endcase
end
endmodule
```
**design/flow/run.sh**
```bash
#!/bin/bash
# OpenROAD 26Q1-2900-gdf79404cd8, Yosys 0.63+post, stock flow scripts
make -C /OpenROAD-flow-scripts/flow DESIGN_CONFIG=/design/flow/config.mk WORK_HOME=/design/flow/orfs finish
```
==> reports/metrics.csv <==
stage,metric,value,unit
yosys,synth.most_common_cell,inv_1,
sta,hold_viol_final,0,
place,port_buffers,101,
sta,tightest_slew,0.924,ns
drt,drc,0,
layout,final_area,22700,sq um
drt,via_per_inst,5.98,
die,core-area,41100,sq um
yosys,ys_warn_count,1,
layout,seq_cells,0,
grt,grt_max_degree,38,
flow_run,warnings,96,
sta,rsz0062_at_grt,false,
sta,period_used_share,92.7,%
yosys,syn-cell-area,21000,sq um
yosys,yosys_cells,2638,
yosys,synth_top_area_share,39.1,%
critical_path,slowest_delay,0.74,ns
layout,nFillCells,3835,
grt,antenna_found_initial,1,
sta,report.final.slew_viol_count,0,
hold_path,hp-class,primary input to output pin,
grt,grt_pass1_vias,19637,
drt,drtPass1Iterations,17,
die,io_pins,101,
layout,drive_above_1_share,3.41,%
grt,grt_first_pass_wirelength,126,mm
critical_path,crit_path_end_kind,output pin,
drt,wl_per_cell,25.9,microns
drt,ant_nets,0,
layout,area.growth.synth_to_final,7.91,%
yosys,yosys.cell_types.count,80,
critical_path,critPathLaunchType,primary input,
critical_path,path_buffers,8,
drt,vias,19153,
status,status,finished clean,
grt,grt-ovfl-total,0,
critical_path,cp_slowest_cell,inv_1,
clocking,cts_resized,0,
clocking,cts_setup_buffers,0,
die,num_rows,74,
yosys,avgSynthCellArea,7.96,sq um
place,hpwl,68.0,mm
clocking,cts_hold_buf,0,
layout,comb_area,18600,sq um
sta,min_period,16.97,ns
yosys,synthTopCellsByArea,"fa_1 39%, ha_1 15%, inv_1 9.1%",
sta,relSlewSlack,38.4,%
grt,grt.total_usage,43.3,%
die,die_y,207,microns
critical_path,crit_required,14.64,ns
critical_path,critical-path-top-delay-family,adder cells,
critical_path,cp.arrival,13.31,ns
die,fp_util,51.1,%
place,dp.cells,3204,
die,chipArea,42800,sq um
layout,flop_area,0,sq um
sta,finalSetupViolations,0,
sta,max_freq,58.9,MHz
critical_path,crit_type,primary input to output pin,
place,gp_congestion,1.03,
yosys,postSynthSeqShare,0,%
die,die_w,207,microns
yosys,ys_chip_area,21000,sq um
critical_path,critPathMaxFanout,16,
drt,routed_wl,83.1,mm
drt,diodes,0,
flow_run,maxCapViolCount,0,
drt,drtIter0Drc,1492,
layout,instances_no_fill,3204,
sta,finalSetupTns,0,ns
yosys,yosysTopAreaCell,fa_1,
place,dpl_cell_area,22700,sq um
yosys,yosys-top-cells-count,"510 x inv_1, 425 x nor2_1, 410 x fa_1",
yosys,synthCells,2638,
layout,clkbuf_count,0,
==> through the flow <==
step                hold WS [ns]  util [%]  setup slack, ns
floorplan                   7.64         -             3.75
global placement            8.71      55.1             1.48
detailed placement          8.72      55.1             1.53
CTS                         8.72      55.1             1.47
global route                8.79      55.1            0.954
finish                      8.73      55.1             1.33
==> cells in the final DEF (no fill, tap or decap), types with 18 or more instances in the layout <==
cell	n
inv_1	510
a22oi_1	33
a21oi_1	87
ha_1	246
fa_1	410
nor3_1	29
nor2_1	424
o22ai_1	24
xnor2_1	74
buf_4	61
o21ai_0	64
clkdlybuf4s50_1	101
nand2_1	231
a21o_1	28
nand3_1	18
nand2b_1	22
xor2_1	21
==> routing by layer <==
metal / global-route usage, % / routed length [microns]
met5: 1.38 / 33
met4: 21.4 / 5390
met3: 16.2 / 10300
met2: 63.2 / 36900
met1: 58.3 / 30600
==> path summary, 6_finish.rpt <==
check	slack, ns	startpoint	endpoint	cells past startpoint
max	1.33	src2_i[0]	zero_o	29
min	8.73	ctrl_i[1]	result_o[2]	4
==> worst min-delay path, cell delays in order <==
cell,delay (ns)
clkdlybuf4s50_1,0.45
buf_4,0.29
o21ai_0,0.21
clkdlybuf4s50_1,0.46
==> kinds of logic after synthesis <==
logic type	Yosys count	share of synthesized area (%)
simple gates	810	16.4
buf+inv	649	11.6
compound gates	420	13.9
fa+ha+maj	656	53.8
xor+xnor	95	3.96
mux	8	0.381
==> cell type report <==
class	instances	area share, %
timing repair buffer	162	6.48
multi-input combinational	1989	81.9
inverter	521	8.63
tap	532	2.94
